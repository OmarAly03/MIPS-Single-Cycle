File: flow/run.sh
#!/bin/bash
# OpenROAD 26Q1-2900-gdf79404cd8, Yosys 0.63+post, stock flow scripts
make -C /OpenROAD-flow-scripts/flow DESIGN_CONFIG=/design/flow/config.mk WORK_HOME=/design/flow/orfs finish
File: flow/design.v
module dataMemory 
    #(parameter addressWidth = 10, parameter dataWidth = 32)
    (
        input clk,
        input WE,                               
        input [dataWidth-1:0] WD,              
        input [addressWidth-1:0] Address,       
        output reg [dataWidth-1:0] RD           
    );
    reg [dataWidth-1:0] dataMemory [(2**(addressWidth-2))-1:0];
    always @(*) begin
        RD = dataMemory[Address[addressWidth - 1:2]];
    end
    always @(posedge clk) begin
        if (WE) begin
            dataMemory[Address[addressWidth - 1:2]] <= WD;
        end
    end
      task dump_memory;
    begin
      $display("---- Data Memory Contents ----");
      $display("R[%0d] = %h", 20, dataMemory[20]);
      $display("R[%0d] = %h", 21, dataMemory[21]);
      $display("--------------------------------");
    end
  endtask
endmodule
File: flow/config.mk
export PLATFORM = sky130hd
export DESIGN_NAME = dataMemory
export DESIGN_NICKNAME = dataMemory
export VERILOG_FILES = /design/flow/design.v
export SDC_FILE = /design/flow/constraint.sdc
export NUM_CORES = 4
export LEC_CHECK = 1
export CORE_UTILIZATION = 30
export SYNTH_MEMORY_MAX_BITS = 65536
File: flow/constraint.sdc
current_design dataMemory

set clk_period 52.6
set clk_io_pct 0.2

create_clock -name clk0 -period $clk_period [get_ports {clk}]

set non_clock_inputs [all_inputs -no_clocks]
set_input_delay [expr $clk_period * $clk_io_pct] -clock clk0 $non_clock_inputs
set_output_delay [expr $clk_period * $clk_io_pct] -clock clk0 [all_outputs]
==> flow_summary.yaml <==
# physical design summary
outcome:
  status: "finished, violations left"
  violations: "antenna rules"
placed_design:
  portBuffers: 73
  globalplace.congestion: 0.890
  dpl.hpwl_mm: 466
  placed_area_mm2: 0.332
synthesis:
  seq_area_frac_synth_pct: 79.8
  avgSynthCellArea_um2: 23.6
  ys_chip_area_mm2: 0.308
  netlist_area_mm2: 0.308
  topCellsByArea: "edfxtp_1, mux4_2, a22oi_1"
  yosys_cells: 13100
  top_area_cell: "edfxtp_1"
  synth-edff-count: 8192
  syn-instance-count: 13100
  synth-seq-cells: 8192
  top_cell_area_share_pct: 79.8
  synthArstFlopShare_pct: 0
  ys_warn_count: 1
  synth-main-ff-cell: "edfxtp_1"
  netlist-cell-type-count: 21
route:
  vias: 144000
  drc: 0
  drt_pass1_iterations: 5
  avgRoutedWirePerCell_um: 29.0
  vias_per_cell: 5.06
  first_iter_violations: 9431
  antenna_left: 1
  wl_mm: 821
layout:
  final_cell_mix: "edfxtp_1, mux4_2, a22oi_1"
  area_delta_synth_final_pct: 15.9
  layout_top_cell: "edfxtp_1"
  design_area_mm2: 0.358
  largest_reg_flops: 8192
  layout-drive-gt1-share_pct: 29.7
setup_path:
  cpMostUsedCell: "buf_4"
  cpPeakStageDelay_ps: 660
  crit_fanout: 66
  startpoint_type: "input port"
  arrival_ps: 18920
  critPathSlowestCell: "buf_4"
  critical_path_class: "input port to primary output"
  end_kind: "primary output"
  path_cells: "buf_16 -> buf_4 -> buf_12 -> buf_4 -> buf_4 -> buf_4 -> buf_4 -> buf_4 -> buf_4 -> mux4_2 -> a22oi_1 -> a21oi_1 -> o41ai_2 -> buf_4 -> nand4_1 -> buf_4 -> clkdlybuf4s50_1"
  crit_required_ps: 42080
floorplan:
  die_w_mm: 1.02
  chipArea_mm2: 1.03
  fp.dieH_mm: 1.02
  rows: 372
  core_area_mm2: 1.03
  fp_util_pct: 30.1
  ioPinCount: 76
power:
  switching_share_pct: 21.5
  power.density_mw_per_mm2: 37.2
  ir_drop_mv: 0.0354
  pwr-share-clk_pct: 41.1
  cellLeakagePower_nw: 107
  seqPwrFrac_pct: 54.1
  power_frac_comb_pct: 4.8
  p_switching_w: 0.00286
  internal-power_w: 0.0104
run:
  tool_warnings: 28
  drv_cap: 0
cts:
  clk_pin_slew_worst_paths_ps: 60
  cts_buffers: 804
  cts_resized: 0
  post_cts_buffers: 0
  cts-htree-levels: 6
  tritoncts: "yes"
  hold_buffers: 0
  cts-root-buf: "clkbuf_16"
  cts_sinks: 8192
  cts_buffer_depth: 4
global_routing:
  grt_pass1_vias: 161000
  met2_usage_pct: 25.3
  grtUsageTotal_pct: 17.0
  grt_use_met3_pct: 15.1
  grt_antenna_before_repair: 41
  grt_max_degree: 86
  globalRouteMet1Util_pct: 16.4
  grt-busiest-layer: "met2"
  grt_pass1_wl_mm: 1160
  grt_overflow: 0
hold_path:
  hold_path_end: "dataMemory[83][4]"
  holdCritPathClass: "input port to flop"
  hold_depth: 1
  hp-start: "WD[4]"
timing:
  max_freq_mhz: 34.0
  drv_slew: 0
  fin_tns_setup_ps: 0
  setup_violations: 0
  tightest_slew_ps: 1380
  grt_setup_unrepaired: "false"
  min_period_ps: 29440
  hold_viol_final: 0
  fin_crit_sh_pct: 56.0
  maxSlewHeadroom_pct: 7.05
==> critical path, delay by kind of cell <==
kind,cells,cell delay (ps)
multiplexers,1,570
buffers and inverters,12,5920
AND/OR/NAND/NOR,1,420
AND-OR/OR-AND,3,1130
==> Yosys cell counts, types with 6 or more instances <==
cell      count
edfxtp_1   8192
mux4_2     2048
a22oi_1    1024
a21oi_1     512
clkbuf_1    498
nor2_1      232
buf_2       209
o41ai_1     128
buf_1        64
nand4_1      32
nor3_1       30
nand2_1      28
buf_4        21
nand3_1      13
nor2b_1       7
nand2b_1      6
==> how the worst max path moves through the flow <==
| stage | startpoint | to | slack [ps] |
|---|---|---|---|
| final | Address[2] | RD[12] | 23160 |
| after global routing | Address[2] | RD[12] | 22600 |
| after CTS | Address[2] | RD[12] | 22850 |
==> per-layer routing <==
layer | vias up | share of wire (%)
met1 | 73100 | 29
met4 | 20 | 5.3
li1 | 58800 | -
met5 | - | 0.095
met2 | 10200 | 47
met3 | 1362 | 19
==> cells by family after synthesis <==
kind of cell / synth area share (%)
AND-OR/OR-AND: 3.69
buffers and inverters: 1.09
flip-flops: 79.8
multiplexers: 15.0
AND/OR/NAND/NOR: 0.490
==> metrics by stage <==
stage	hold WS (ps)	setup slack [ps]	util (%)	instances	total power, W
final	9760	23160	34.9	28300	0.0133
after global routing	9730	22600	34.9	28300	0.0137
after CTS	9680	22850	34.9	28300	0.0134
after detailed placement	10940	22860	32.4	26800	0.00798
after global placement	10940	22870	32.4	26800	0.00797
after floorplan	10620	29700	-	13100	0.00764
==> cell type report <==
type	count	area, µm²
Inverter	1	3.75
Clock inverter	440	3960
Fill cell	92200	668000
Multi-Input combinational cell	4066	61800
Clock buffer	1025	21000
Tap cell	13700	17100
Sequential cell	8192	246000
Timing Repair Buffer	931	7570
Antenna cell	40	100
==> power by group through the flow <==
stage / sequential [W] / clock [W] / combinational (W)
global route: 0.00720 / 0.00580 / 0.000679
CTS: 0.00720 / 0.00555 / 0.000643
finish: 0.00720 / 0.00546 / 0.000635
Power is estimated from default activity; no workload was simulated.
