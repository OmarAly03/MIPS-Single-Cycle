==> design.v <==
module registerFile(readRegister1, readRegister2, writeRegister, writeData, WE, readData1, readData2, clk);
  input [4:0] readRegister1, readRegister2, writeRegister;
  input [31:0] writeData;
  input WE, clk;
  output reg [31:0] readData1, readData2;
  reg [31:0] RegisterFile [31:0];
  integer i;
  initial begin
    for (i = 0; i < 32; i = i + 1) begin
      RegisterFile[i] = 32'b0;
    end
  end
  always @(*) begin
    readData1 = (readRegister1 == 5'd0) ? 32'd0 : RegisterFile[readRegister1];
    readData2 = (readRegister2 == 5'd0) ? 32'd0 : RegisterFile[readRegister2];
  end
  always @(posedge clk) begin
    if (WE && (writeRegister != 5'd0)) begin
      RegisterFile[writeRegister] <= writeData;
    end
  end
  task dump_registers;
    begin
      $display("---- Register File Contents ----");
      $display("R[%0d] = %h", 0, RegisterFile[0]);
      $display("R[%0d] = %h", 2, RegisterFile[2]);
      $display("R[%0d] = %h", 3, RegisterFile[3]);
      $display("R[%0d] = %h", 4, RegisterFile[4]);
      $display("R[%0d] = %h", 5, RegisterFile[5]);
      $display("R[%0d] = %h", 7, RegisterFile[7]);
      $display("--------------------------------");
    end
  endtask
endmodule
==> run.sh <==
#!/bin/bash
# OpenROAD 26Q1-2900-gdf79404cd8, Yosys 0.63+post, stock flow scripts
make -C /OpenROAD-flow-scripts/flow DESIGN_CONFIG=/design/flow/config.mk WORK_HOME=/design/flow/orfs finish
==> config.mk <==
export PLATFORM = sky130hd
export DESIGN_NAME = registerFile
export DESIGN_NICKNAME = registerFile
export VERILOG_FILES = /design/flow/design.v
export SDC_FILE = /design/flow/constraint.sdc
export NUM_CORES = 4
export LEC_CHECK = 1
export CORE_UTILIZATION = 30
==> constraint.sdc <==
current_design registerFile

set clk_period 7.4
set clk_io_pct 0.2

create_clock -name clk0 -period $clk_period [get_ports {clk}]

set non_clock_inputs [all_inputs -no_clocks]
set_input_delay [expr $clk_period * $clk_io_pct] -clock clk0 $non_clock_inputs
set_output_delay [expr $clk_period * $clk_io_pct] -clock clk0 [all_outputs]
==> flow_metrics.tcl <==
# yosys + openroad results
set metrics [dict create \
    outcome "completed" \
    period_needed_ns 6.61 \
    largest_reg_flops 1024 \
    met2_length_mm 71.9 \
    hold_buffers 0 \
    synth_area_sq_um 47900 \
    final.setup.tns_ns 0 \
    yosysTopAreaCell "edfxtp_1" \
    worstPathCellList "buf_8, buf_4, buf_4, mux2i_1, a22oi_1, nand4_1, a211oi_1, clkdlybuf4s50_1" \
    power.switching_w 0.00294 \
    core_sq_um 158000 \
    grt_pass1_vias 30400 \
    crit_type "input pin to output port" \
    p_per_area_nw_per_um2 232 \
    ys_seq_share_pct 64.2 \
    hp-start "writeData[28]" \
    report.final.slew_viol_count 0 \
    dp_hpwl_mm 91.6 \
    worst_pin_slew_ns 1.01 \
    hold_viol 0 \
    synth_cell_types 39 \
    leakagePower_nw 17.7 \
    endpoint_kind "output port" \
    drt_iter0_drc 2128 \
    top_cell_area_share_pct 64.2 \
    cts.reportedPaths.clkPinSlew_ns 0.06 \
    top_layer_used "met5" \
    hp-class "input pin to flop" \
    syn_area_per_cell_sq_um 18.7 \
    combPwrFrac_pct 9.3 \
    antenna_found_initial 8 \
    cts_tree "yes" \
    synth-seq-cells 1024 \
    ant_nets 0 \
    drt_pass1_iterations 7 \
    fmax_ghz 0.151 \
    finish.instance_area_sq_um 55300 \
    crit_top_cell "buf_4" \
    slew_headroom_pct 32.5 \
    rows 146 \
    min_period_over_period_pct 89.4 \
    flop_cell "edfxtp_1" \
    final_util_pct 34.9 \
    fp.dieW_um 402 \
    ir_drop_mv 0.166 \
    path_delay_family "buffers and inverters" \
    path_depth 8 \
    cts.sinks 1024 \
    layout_top_cell "edfxtp_1" \
    syn_inst 2564 \
    wirelength_met1_mm 48.4 \
    top_register "RegisterFile" \
    largestRegisters "RegisterFile (1024)" \
    die_height_um 402 \
    crit_path_start_kind "input pin" \
    synth_chip_area_sq_um 47900 \
    p_int_w 0.00990 \
    whs_path_depth 2 \
    fp_util_pct 30.2 \
    yosys_warnings 1 \
    grt-ovfl-total 0 \
    sequentialPowerShare_pct 50.6 \
    whs_endpoint "RegisterFile[19][28]" \
    edf_count 1024 \
    clock-root-buffer "clkbuf_16" \
    placedInstanceArea_sq_um 52000 \
    async_flop_share_pct 0 \
    cts_buffer_depth 3 \
    p_clk_share_pct 40.1 \
    critPathBufInv 4 \
    ctsHtreeMaxLevel 3 \
    crit_path_max_incr_delay_ns 0.83 \
    via_count 28000 \
    routed-wl-met3_mm 26.9 \
    die-area_sq_um 161000 \
    setup-violations-final 0 \
    grt_pass1_wl_mm 219 \
    topCellsByArea "edfxtp_1, mux4_2, mux2i_1" \
    grt.total_usage_pct 20.3 \
    drc 0 \
    port_buffers 112 \
    switching_share_pct 22.9 \
    arrival_ns 5.13 \
    critical_path.max_fanout 57 \
    cts-buffers-inserted 101 \
    via_per_inst 5.71 \
    most-common-layout-cells "edfxtp_1, mux2i_1, mux4_2" \
    gp_congestion 0.911 \
    routed_wl_mm 154 \
    wire_per_inst_um 31.5 \
    holdWs_ns 1.59 \
    layout-drive-gt1-share_pct 26.8 \
    cp.required_ns 5.92 \
    cts_setup_buffers 0 \
    warnings 26 \
    drv_cap 0 \
    syn_to_final_growth_pct 15.4 \
    yosys_cells 2564 \
    grt_max_degree 66 \
    cp_slowest_cell "a211oi_1" \
    ios 113 \
    post_cts_resized 0 \
    grt_setup_unrepaired "false" \
]
layout make-up:
type / instances / area, sq um
clock buffers: 127 / 2670
multi-input cells: 1354 / 16400
diodes: 3 / 7.51
repair buffers: 256 / 2270
well taps: 2072 / 2590
clock inverters: 58 / 592
inverters: 2 / 10.0
fillers: 14500 / 103000
flip-flops and latches: 1024 / 30700
logic make-up after synthesis:
family	share of synthesized area, %
other cells	0.00783
buf+inv	2.44
compound gates	6.15
flops	64.2
mux	25.0
simple gates	2.18
synth_stat cells (6+ instances only):
master,count
edfxtp_1,1024
mux2i_1,320
mux4_2,316
clkbuf_1,98
nand2_1,85
a22oi_1,64
mux2_2,64
o221ai_1,64
a211oi_1,53
buf_4,53
buf_2,50
o21ai_0,50
a221oi_1,38
nor2b_1,37
mux4_1,36
nor2_1,36
a21oi_1,32
a311oi_1,32
nand4_1,32
a221oi_2,16
buf_6,12
a211oi_2,11
o2111ai_1,10
nand3b_1,6
power groups by stage:
stage     registers, W  clock network, W  logic, W
5_1_grt        0.00651           0.00542   0.00127
6_report       0.00650           0.00515   0.00119
4_1_cts        0.00650           0.00523   0.00120
per-layer routing:
| layer | global-route usage [%] | vias to the layer above |
|---|---|---|
| li1 | - | 11400 |
| met1 | 21.9 | 14100 |
| met2 | 30.5 | 2123 |
| met3 | 15.7 | 330 |
| met5 | 1.10 | - |
| met4 | 6.73 | 16 |
how the worst max path moves through the flow:
stage               startpoint             to  slack (ns)
finish        readRegister2[2]  readData2[27]        0.79
global route  readRegister2[2]  readData2[27]        0.51
CTS           readRegister2[2]  readData2[27]        0.80
metrics by stage:
| stage | power (W) | setup slack [ns] | instances |
|---|---|---|---|
| 2_1_floorplan | 0.00727 | 3.03 | 2595 |
| 3_3_place_gp | 0.00781 | 0.889 | 4708 |
| 3_5_place_dp | 0.00782 | 0.796 | 4708 |
| 4_1_cts | 0.0129 | 0.800 | 4893 |
| 5_1_grt | 0.0132 | 0.508 | 4893 |
| 6_report | 0.0128 | 0.788 | 4896 |
Power is estimated from default activity; no workload was simulated.
