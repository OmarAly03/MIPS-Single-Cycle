## flow/design.v

```verilog
module mux #(parameter size = 32)(first, second, EN, out);
  input [size-1:0] first, second;
  input EN;
  output reg [size-1:0] out;
  always @(*)
    begin
      out = EN ? second : first;
    end
endmodule
```

## flow/run.sh

```bash
#!/bin/bash
# OpenROAD 26Q1-2900-gdf79404cd8, Yosys 0.63+post, stock flow scripts
make -C /OpenROAD-flow-scripts/flow DESIGN_CONFIG=/design/flow/config.mk WORK_HOME=/design/flow/orfs finish
```

## flow/config.mk

```make
export PLATFORM = sky130hd
export DESIGN_NAME = mux
export DESIGN_NICKNAME = mux
export VERILOG_FILES = /design/flow/design.v
export SDC_FILE = /design/flow/constraint.sdc
export NUM_CORES = 4
export LEC_CHECK = 1
export CORE_AREA = 10 10 70 70
export DIE_AREA = 0 0 80 80
```

## flow/constraint.sdc

```tcl
current_design mux

set clk_period 1.0
set clk_io_pct 0.2

create_clock -name clk0 -period $clk_period

set non_clock_inputs [all_inputs -no_clocks]
set_input_delay [expr $clk_period * $clk_io_pct] -clock clk0 $non_clock_inputs
set_output_delay [expr $clk_period * $clk_io_pct] -clock clk0 [all_outputs]
```

==> flow_summary.yaml <==
# implementation run metrics
outcome:
  status: "complete, but fails checks"
  violations: "setup timing"
sta:
  slew_headroom: 0.9545
  layout_min_cycle_time_ns: 1.188
  setup_violations: 32
  drv_slew: 0
  hold_violations: 0
  fin_ws_ns: -0.1881
  max_freq_ghz: 0.8417
  rsz0062_at_grt: "true"
  finalCritPeriodShare: 1.188
  tightest_slew_ns: 0.06817
layout:
  fillCellCount: 330
  areaGrowthSynthToFinish_pct: 198.2
  postLayoutCellArea_sq_um: 1623
  seq_cell_count: 0
  ff_latch_area_sq_um: 0
  final.clkbuf_count: 0
  final_cells: 186
  drive_gt1_frac: 0.5429
  layout_top_cell: "dlygate4sd2_1"
  utilization: 0.4751
  layout_top_cells: "dlygate4sd2_1, mux2_4, buf_6, clkdlybuf4s50_1, buf_2"
worst_setup_path:
  cp_max_fo: 1
  cp.arrival_ns: 0.99
  crit_slowest_cell: "clkdlybuf4s50_1"
  path_cells: "clkdlybuf4s50_1 > mux2_4 > buf_6"
  critPathTopFamily: "buffers and inverters"
  path_buffers: 2
  critPathCaptureType: "output pin"
  critPathKind: "primary input to output pin"
  cp_slowest_stage_delay_ns: 0.40
  crit_required_ns: 0.80
  start_kind: "primary input"
pwr:
  p_switching_w: 0.0001336
  seqPwrFrac: 0
  peakVddDrop_uv: 182.2
  swShare: 0.2073
  total_power_w: 0.0006445
  clkPwrFrac: 0
  combPwrFrac: 1.000
  total_leakage_power_nw: 0.8794
  p_int_w: 0.0005109
  power_density_nw_per_um2: 397.1
floorplan:
  core_area_sq_um: 3416
  dieArea_sq_um: 6400
  fp_util: 0.1593
  die_x_microns: 80
  die_h_microns: 80
  io_pins: 97
  row_count: 21
detailed_routing:
  routedWlPerCell_microns: 14.62
  drc: 0
  n_antenna_cell: 0
  drtAntennaViolNets: 0
  initialDrtViolationCount: 7
  drt-pass1-iter-count: 2
  viasPerCell: 3.780
  vias: 703
  drt_wl_total_mm: 2.719
place:
  place_area_sq_um: 1536
  dp_cells: 177
  place_congestion: 0.7917
  io_buffers: 97
synthesis:
  avgSynthCellArea_sq_um: 15.12
  ys_chip_area_sq_um: 544.3
  seq_area_frac_synth: 0
  netlist_area_sq_um: 544.3
  yosysWarnings: 1
  yosysUniqueCellTypes: 4
  synth_cells: 36
  ys_cells: 36
hold_path:
  min_to: "out[21]"
  hold_depth: 3
  hp-class: "primary input to output pin"
  min_from: "first[21]"
global_route:
  antenna_found_initial: 0
  grt_use_total: 0.07827
  grt_pass1_wl_mm: 4.112
  grt_overflow: 0
  grt_pass1_vias: 772
  grt_max_degree: 9
job:
  tool_warnings: 34
  maxCapViolations: 0
cts:
  ctsHoldBuffers: 0
## power by group through the flow
stage	logic [W]	clock network (W)	registers, W
global route	0.000692	0	0
CTS	0.000625	0	0
finish	0.000644	0	0
## cell families after synthesis
kind of cell / count (synthesis) / share of synthesized area
muxes: 32 / 0.8690
buffers and inverters: 4 / 0.1310
## Yosys cell counts
cell | count | area share
mux2_4 | 30 | 0.83
buf_12 | 3 | 0.11
mux2_2 | 2 | 0.041
buf_6 | 1 | 0.021
## metal layers
metal,up-vias,track usage,routed length (microns)
met3,0,0.02614,273
met2,51,0.1388,1336
met5,-,0,0
met1,306,0.09426,1109
li1,346,-,-
met4,0,0,0
## layout make-up
type               instances  area [sq um]  area share
well taps                 46         57.56     0.03547
multi-input cells         32         480.5      0.2961
repair buffers           108          1085      0.6685
## what timing repair did
item	in CTS	in global routing
setup buffers	7	0
gates resized	155	15
cloned	2	0
endpoints found under the setup margin	32	32
## metrics by stage
step	hold WS [ns]	TNS, ns	worst slack, ns
3_5_place_dp	1.351	-15.37	-0.4949
5_1_grt	0.7152	-4.550	-0.2097
6_report	0.6949	-3.938	-0.1881
3_3_place_gp	1.343	-15.27	-0.4927
4_1_cts	0.7984	-4.131	-0.1940
2_1_floorplan	0.4977	0	0.06690
## worst max-delay path by stage
stage,depth (start not counted),from,to
5_1_grt,5,EN,out[8]
4_1_cts,5,EN,out[6]
6_report,3,first[6],out[6]
No activity file was given, so power comes from the tool's default toggle rates.
